$ cat ./design.v
module fifo (
  input               io_write,
  input               io_read,
  input      [15:0]   io_din,
  output     [15:0]   io_dout,
  output              io_full,
  output              io_empty,
  input               clk,
  input               reset
);
  reg        [15:0]   _zz_1;
  wire                fifo_ctrl_wen;
  wire                fifo_ctrl_ren;
  reg        [4:0]    fifo_ctrl_rdptr;
  reg        [4:0]    fifo_ctrl_wrptr;
  wire       [4:0]    fifo_ctrl_ptr_diff;
  wire       [3:0]    ram_ctrl_rd_addr;
  wire       [3:0]    ram_ctrl_wr_addr;
  reg [15:0] ram_ctrl_ram [0:15];
  always @ (posedge clk) begin
    if(fifo_ctrl_wen) begin
      ram_ctrl_ram[ram_ctrl_wr_addr] <= io_din;
    end
  end
  always @ (posedge clk) begin
    if(fifo_ctrl_ren) begin
      _zz_1 <= ram_ctrl_ram[ram_ctrl_rd_addr];
    end
  end
  assign fifo_ctrl_wen = ((! io_full) && io_write);
  assign fifo_ctrl_ren = ((! io_empty) && io_read);
  assign fifo_ctrl_ptr_diff = (fifo_ctrl_wrptr - fifo_ctrl_rdptr);
  assign io_full = (fifo_ctrl_ptr_diff == 5'h10);
  assign io_empty = (fifo_ctrl_ptr_diff == 5'h0);
  assign ram_ctrl_rd_addr = fifo_ctrl_rdptr[3 : 0];
  assign ram_ctrl_wr_addr = fifo_ctrl_wrptr[3 : 0];
  assign io_dout = _zz_1;
  always @ (posedge clk or posedge reset) begin
    if (reset) begin
      fifo_ctrl_rdptr <= 5'h0;
      fifo_ctrl_wrptr <= 5'h0;
    end else begin
      if(fifo_ctrl_ren)begin
        fifo_ctrl_rdptr <= (fifo_ctrl_rdptr + 5'h01);
      end
      if(fifo_ctrl_wen)begin
        fifo_ctrl_wrptr <= (fifo_ctrl_wrptr + 5'h01);
      end
    end
  end
endmodule
$ cat ./run.sh
#!/bin/bash
# OpenROAD 26Q1-2900-gdf79404cd8, Yosys 0.63+post, stock flow scripts
make -C /OpenROAD-flow-scripts/flow DESIGN_CONFIG=/design/flow/config.mk WORK_HOME=/design/flow/orfs finish
$ cat ./config.mk
export PLATFORM = sky130hd
export DESIGN_NAME = fifo
export DESIGN_NICKNAME = fifo
export VERILOG_FILES = /design/flow/design.v
export SDC_FILE = /design/flow/constraint.sdc
export NUM_CORES = 4
export LEC_CHECK = 1
export CORE_UTILIZATION = 50
$ cat ./constraint.sdc
current_design fifo

set clk_period 6.6
set clk_io_pct 0.2

create_clock -name clk0 -period $clk_period [get_ports {clk}]

set non_clock_inputs [all_inputs -no_clocks]
set_input_delay [expr $clk_period * $clk_io_pct] -clock clk0 $non_clock_inputs
set_output_delay [expr $clk_period * $clk_io_pct] -clock clk0 [all_outputs]
==> flow_summary.toml <==
# synthesis and place-and-route metrics
[status]
outcome = "finished, final reports clean"

[logic_synthesis]
top_area_cell = "edfxtp_1"
topCellsByArea = "edfxtp_1 74%, mux4_2 13%, nand2_1 2.4%"
synth_chip_area_um2 = 11000
syn-mean-instance-area_um2 = 20.08
top_area_share_pct = 74.22
ys_ff = 282
yosys-stat-cells = 548
yosys_warnings = 1
yosys.stat.seqShare_pct = 76.50
synth_area_um2 = 11000
syn_inst = 548
ys_types = 36

[sta]
fin_crit_sh_pct = 73.01
setup_viol = 0
slew_headroom_pct = 50.17
finalSetupTns_ps = 0
tightest_slew_ps = 742.9
hold_viol = 0
fmax_ghz = 0.2075
clock_skew_ps = 10.94
rsz0062_at_grt = "false"
min_period_ps = 4818
setup_ws_ps = 1782
finalMaxSlewViolations = 0

[placed_design]
dpl_cell_area_um2 = 11820
hpwl_mm = 12.76
dp_cells = 857
dpl_worst_slack_ps = 2299
placement.io_buffers = 37
gp_congestion = 0.7902

[grt]
grt_max_degree = 52
grt_usage_pct = 24.77
grt_first_pass_wirelength_mm = 35.18
antenna_found_initial = 0
grt_overflow = 0
grt_pass1_vias = 6022

[setup_path]
critPathMaxStageDelay_ps = 590
cp_max_fo = 17
cp-start-kind = "flip-flop"
worst_r2r_endpoint = "ram_ctrl_ram[6][5]"
crit_path_end_kind = "output pin"
rr_startpoint = "fifo_ctrl_rdptr[1]"
rrSetupSlack_ps = 2450
arrival_ps = 3500
critPathBufInv = 2
crit_chain = "clkinv_1 > ha_1 > nor2b_2 > o22ai_2 > xnor2_1 > or2_2 > nor3_1 > clkdlybuf4s50_1"
cp_slowest_cell = "ha_1"
critical_path.top_delay_family = "buffers and inverters"
reg2reg_depth = 9
crit_type = "flip-flop to output pin"
cp_data_required_time_ps = 5280

[drt]
drt-initial-drc-count = 382
diodes = 0
drt-pass1-iter-count = 4
route.vias.total = 5342
wl_per_cell_um = 25.30
routed_wl_mm = 23.02
viasPerCell = 5.870
drc = 0
ant_nets = 0

[power]
power_density_nw_per_um2 = 437.4
total_power_mw = 5.546
ir_drop_uv = 243.9
leakage_nw = 4.185

[floorplan]
rows = 53
fp.coreArea_um2 = 21290
core_util_floorplan_pct = 51.70
die_h_um = 150.4
die_x_um = 150.4
die_area_um2 = 22610
ioPinCount = 38

[clocking]
cts_sinks = 282
cts.clk_slew.worst_paths_ps = 60
cts_buffers = 29
clockRootBuffer = "clkbuf_16"
cts.repair.resized = 0
cts_setup_buffers = 0
hold_buffers = 0
cts_buffer_depth = 3
tritoncts = "built"
h-tree-depth = 1
clk_latency_ps = 540

[flow_run]
cap_viol_max_count = 0
warnings = 28

[worst_hold_path]
hold_depth = 1
min_to = "fifo_ctrl_rdptr[4]"
hp-start = "fifo_ctrl_rdptr[4]"
worstHoldPathType = "flip-flop to flip-flop"

[layout]
final_area_um2 = 12680
area_growth_pct = 15.24
lay_top_count = "edfxtp_1"
finalNonFillerCells = 910
final_layout_size_suffix_gt1_share_pct = 23.94
most-common-layout-cells = "272 x edfxtp_1, 69 x nand2_1, 64 x mux4_2, 37 x clkdlybuf4s50_1, 29 x clkbuf_16"
-- layer usage --
layer | track usage [%] | part of all wire, % | wire, um
met1 | 33.32 | 33 | 7707
met2 | 37.90 | 51 | 11650
met3 | 15.02 | 14 | 3163
met4 | 4.899 | 2.2 | 498
met5 | 0 | 0 | 0
-- per-stage QoR --
step	util [%]	hold slack (ps)
finish	59.57	532.0
CTS	59.57	535.1
detailed placement	55.52	521.4
global route	59.57	554.0
floorplan	-	497.7
global placement	55.52	518.9
-- flip-flops by register name, summed over array words and instances (netlist names) --
name	cells
ram_ctrl_ram	256
_zz_1	16
fifo_ctrl_rdptr	5
fifo_ctrl_wrptr	5
-- final cells by class --
cell class,count,area (um2)
Clock buffer,37,755.7
Clock inverter,16,106.4
Fill cell,1516,8606
Inverter,9,33.78
Multi-Input combinational cell,230,2466
Sequential cell,282,8424
Tap cell,275,344.1
Timing Repair Buffer,61,550.5
-- power breakdown --
part | internal, mW | switching, mW | leakage, nW
clock network | 0.844 | 0.633 | 0.412
logic | 0.763 | 0.913 | 1.19
registers | 2.26 | 0.131 | 2.58
total | 3.87 | 1.68 | 4.18
-- how the worst max path moves through the flow --
stage	from	end	slack [ps]	cells past startpoint
4_1_cts	fifo_ctrl_rdptr[1]	io_full	1710	8
5_1_grt	fifo_ctrl_rdptr[1]	io_full	1490	8
6_report	fifo_ctrl_rdptr[1]	io_full	1780	8
-- logic make-up (layout without fill, tap and decap cells) --
group / Yosys count / count (layout) / share of synthesized area, %
adder cells (fa/ha/maj): 9 / 9 / 1.023
multiplexers: 65 / 65 / 13.20
XOR/XNOR: 12 / 12 / 0.9551
AND-OR/OR-AND: 26 / 26 / 1.842
AND/OR/NAND/NOR: 118 / 118 / 4.958
buffers and inverters: 36 / 123 / 1.524
flip-flops: 282 / 282 / 76.50
-- cell usage after synthesis, drive strengths merged --
master / number
inv: 7
a31oi: 16
and3: 16
a21o: 1
o211a: 1
ha: 9
o22ai: 1
nor3: 8
o41ai: 1
nand3: 2
or2: 2
a21oi: 3
dfrtp: 10
nand2b: 3
clkinv: 2
xnor2: 10
buf: 16
mux2: 1
nor2b: 1
xor2: 2
nand4: 2
o211ai: 1
clkbuf: 11
nor2: 13
o21ai: 1
nand2: 70
nor4: 1
o41a: 1
mux4: 64
edfxtp: 272
-- worst reg2reg max path, stage by stage (launching register included) --
cell and delay (ps):
dfrtp_2 360, clkinv_1 580, ha_1 560, nor2b_2 180, o211a_1 240, nor3_1 290
o41a_1 490, nand2_1 260, nor2_2 560, buf_4 330
Power is estimated from default activity; no workload was simulated.
